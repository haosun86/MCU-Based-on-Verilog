==> design/flow/design.v <==
module peak_ifu
(
rst_n,
clk,
imem_ifu_req_ack,
ifu_imem_req,
ifu_imem_addr,
imem_ifu_rdata,
imem_ifu_resp,
dpu_ifu_new_pc_req,
dpu_ifu_new_pc,
dpu_ifu_stop_fetch,
ifu_dpu_imem_txns_pending,
dpu_ifu_rdy,
ifu_dpu_instr,
ifu_dpu_imem_err,
ifu_dpu_err_rvi_hi,
ifu_dpu_instr_vld
);
input         rst_n;
input         clk;
input         imem_ifu_req_ack;
output        ifu_imem_req;
output[31:0]  ifu_imem_addr;
input[31:0]   imem_ifu_rdata;
input[1:0]    imem_ifu_resp;
input         dpu_ifu_new_pc_req;
input[31:0]   dpu_ifu_new_pc;
input         dpu_ifu_stop_fetch; 
output        ifu_dpu_imem_txns_pending;   
input         dpu_ifu_rdy; 
output[31:0]  ifu_dpu_instr; 
output        ifu_dpu_imem_err;  
output        ifu_dpu_err_rvi_hi; 
output[1:0]   ifu_dpu_instr_vld; 
localparam PEAK_IFU_Q_SIZE_WORD     = 2;
localparam PEAK_IFU_Q_SIZE_HALF     = PEAK_IFU_Q_SIZE_WORD * 2;
localparam PEAK_TXN_CNT_W           = 3;
localparam PEAK_IFU_QUEUE_ADR_W     = $clog2(PEAK_IFU_Q_SIZE_HALF);
localparam PEAK_IFU_QUEUE_PTR_W     = PEAK_IFU_QUEUE_ADR_W + 1;
localparam PEAK_IFU_Q_FREE_H_W      = $clog2(PEAK_IFU_Q_SIZE_HALF + 1);
localparam PEAK_IFU_Q_FREE_W_W      = $clog2(PEAK_IFU_Q_SIZE_WORD + 1);
localparam PEAK_FSM_IDLE            = 1'b0;
localparam PEAK_FSM_FETCH           = 1'b1;
localparam PEAK_WR_NONE             = 2'h0;  
localparam PEAK_WE_RDATA_FULL       = 2'h1;  
localparam PEAK_WE_RDATA_HI         = 2'h2;  
localparam PEAK_RE_NONE             = 2'h0;  
localparam PEAK_RE_HALFWORD         = 2'h1;  
localparam PEAK_RE_WORD             = 2'h2;  
localparam PEAK_RVI_PART2           = 1'b0;  
localparam PEAK_OTHER               = 1'b1;
localparam PEAK_RDATA_NONE             = 3'h0;  
localparam PEAK_RDATA_RVI_HI_RVI_LO    = 3'h1;  
localparam PEAK_RDATA_RVC_RVC          = 3'h2;                                 
localparam PEAK_RDATA_RVI_LO_RVC       = 3'h3;                                 
localparam PEAK_RDATA_RVC_RVI_HI       = 3'h4;                                 
localparam PEAK_RDATA_RVI_LO_RVI_HI    = 3'h5;                                 
localparam PEAK_RDATA_RVC_NV           = 3'h6;  
localparam PEAK_RDATA_RVI_LO_NV        = 3'h7;  
reg                         fsm;
reg [31:2]                  imem_addr_r;
wire[31:2]                  imem_addr_r_new;
reg[PEAK_TXN_CNT_W-1:0]     num_txns_pending; 
wire[PEAK_TXN_CNT_W-1:0]    num_txns_pending_new;
reg[PEAK_TXN_CNT_W-1:0]     discard_resp_cnt; 
wire[PEAK_TXN_CNT_W-1:0]    discard_resp_cnt_new;
wire                        discard_resp;
wire[PEAK_TXN_CNT_W-1:0]    num_vd_txns_pending;
wire                        num_txns_pending_full;
wire                        imem_resp_ok;
wire                        imem_resp_er;
wire                        imem_resp_vd;
reg                         new_pc_unaligned;
wire                             q_empty;
wire                             q_flush;
reg[PEAK_IFU_QUEUE_PTR_W-1:0]    q_rptr;
wire[PEAK_IFU_QUEUE_PTR_W-1:0]   q_rptr_next;
reg[PEAK_IFU_QUEUE_PTR_W-1:0]    q_wptr;
wire[PEAK_IFU_QUEUE_PTR_W-1:0]   q_wptr_next;
wire[PEAK_IFU_Q_FREE_H_W-1:0]    q_ocpd_h; 
wire[PEAK_IFU_Q_FREE_H_W-1:0]    q_free_h_next;
wire[PEAK_IFU_Q_FREE_W_W-1:0]    q_free_w_next; 
reg[15:0]  q_data0;
reg[15:0]  q_data1;
reg[15:0]  q_data2;
reg[15:0]  q_data3;
reg        q_err0;
reg        q_err1;
reg        q_err2;
reg        q_err3;
wire[1:0]  q_re; 
wire[1:0]  q_we; 
wire       q_head_rvc; 
wire       q_head_rvi; 
wire[15:0] q_data_head;
wire[15:0] q_data_next;
wire       q_err_head;
wire       q_err_next;
reg   rdata_curr;
wire  rdata_next;
reg[2:0] rdata_ident; 
assign q_empty          = (q_rptr == q_wptr);
assign q_flush          = new_pc_req | stop_fetch;
assign q_ocpd_h         = PEAK_IFU_Q_FREE_H_W'(q_wptr - q_rptr);
assign q_free_h_next    = PEAK_IFU_Q_FREE_H_W'(PEAK_IFU_Q_SIZE_HALF - (q_wptr - q_rptr_next));
assign q_free_w_next    = PEAK_IFU_Q_FREE_W_W'(q_free_h_next >> 1'b1);
assign q_head_rvi       = &(q_data_head[1:0]);
assign q_head_rvc       = ~q_head_rvi;
assign q_snd_rvc        = ~(&q_data_next[1:0]);
assign q_data_head      = q_data [PEAK_IFU_QUEUE_ADR_W'(q_rptr)];
assign q_data_next      = q_data [PEAK_IFU_QUEUE_ADR_W'(q_rptr + 1'b1)];
assign q_err_head       = q_err  [PEAK_IFU_QUEUE_ADR_W'(q_rptr)];
assign q_err_next       = q_err  [PEAK_IFU_QUEUE_ADR_W'(q_rptr + 1'b1)];
always @ (*) begin
    q_re = PEAK_RE_NONE;
    if (~q_empty & ifu_dpu_instr_vld & dpu_ifu_rdy) begin
        if (q_head_rvc | q_err_head) begin
            q_re = PEAK_RE_HALFWORD;
        end else begin
            q_re = PEAK_RE_WORD;
        end
    end
end
always @ (*) begin
    q_we = PEAK_WE_NONE;
    if (~discard_resp) begin
        if (imem_resp_ok) begin
            case (rdata_ident)
                PEAK_RDATA_NONE             : q_we = PEAK_WE_NONE;
                PEAK_RDATA_RVC_NV,
                PEAK_RDATA_RVI_LO_NV        : q_we = PEAK_WE_RDATA_HI;
                default                     : q_we = PEAK_WE_RDATA_FULL;
            endcase  
        end else if (imem_resp_er) begin
            q_we = PEAK_WE_RDATA_FULL;
        end  
    end  
end
always @ (*) begin
    q_rptr_next = q_rptr;
    q_wptr_next = q_wptr;
    if ((q_we == PEAK_WE_RDATA_HI) | (q_we == PEAK_WE_RDATA_FULL)) begin
        q_wptr_next = q_wptr + ((q_we == PEAK_WE_RDATA_FULL) ? 2'd2 : 1'b1);
    end
    if ((q_re == PEAK_RE_WORD) | (q_re == PEAK_RE_HALFWORD)) begin
        q_rptr_next = q_rptr + ((q_re == PEAK_RE_WORD) ? 2'd2 : 1'b1);
    end
end
always @ (posedge clk or negedge rst_n) begin
    if (~rst_n) begin
        q_rptr  <= 'h0;
        q_wptr  <= 'h0;
    end else begin
        if (q_flush) begin
            q_rptr  <= 'h0;
            q_wptr  <= 'h0;
        end else begin
            if ((q_we == PEAK_WE_RDATA_HI) | (q_we == PEAK_WE_RDATA_FULL)) begin
                q_wptr  <= q_wptr_next;
            end
            if ((q_re == PEAK_RE_WORD) | (q_re == PEAK_RE_HALFWORD)) begin
                q_rptr  <= q_rptr_next;
            end
        end
    end
end
wire q_data0_sel_lo = ((q_we == 2'h2) & (q_wptr == 2'h0));
wire q_data0_sel_hi = ((q_we == 2'h1) & (q_wptr == 2'h0)) ||
	              ((q_we == 2'h2) & (q_wptr == 2'h3));
wire q_data0_we = q_data0_sel_lo |
	          q_data0_sel_hi;
always @ (posedge clk) begin
    if(q_data0_we) begin
        q_data0 <= q_data0_sel_lo ? imem_rdata[15:0] : imem_rdata[31:16];
	q_err0  <= imem_resp_er;
    end
end
wire q_data1_sel_lo = ((q_we == 2'h2) & (q_wptr == 2'h1));
wire q_data1_sel_hi = ((q_we == 2'h1) & (q_wptr == 2'h1)) ||
	              ((q_we == 2'h2) & (q_wptr == 2'h0));
wire q_data1_we = q_data1_sel_lo |
	          q_data1_sel_hi;
always @ (posedge clk) begin
    if(q_data1_we) begin
        q_data1 <= q_data1_sel_lo ? imem_rdata[15:0] : imem_rdata[31:16];
	q_err1  <= imem_resp_er;
    end
end
wire q_data2_sel_lo = ((q_we == 2'h2) & (q_wptr == 2'h2));
wire q_data2_sel_hi = ((q_we == 2'h1) & (q_wptr == 2'h2)) ||
	              ((q_we == 2'h2) & (q_wptr == 2'h1));
wire q_data2_we = q_data2_sel_lo |
	          q_data2_sel_hi;
always @ (posedge clk) begin
    if(q_data2_we) begin
        q_data2 <= q_data2_sel_lo ? imem_rdata[15:0] : imem_rdata[31:16];
	q_err2  <= imem_resp_er;
    end
end
wire q_data3_sel_lo = ((q_we == 2'h2) & (q_wptr == 2'h3));
wire q_data3_sel_hi = ((q_we == 2'h1) & (q_wptr == 2'h3)) ||
	              ((q_we == 2'h2) & (q_wptr == 2'h2));
wire q_data3_we = q_data3_sel_lo |
	          q_data3_sel_hi;
always @ (posedge clk) begin
    if(q_data3_we) begin
        q_data3 <= q_data3_sel_lo ? imem_rdata[15:0] : imem_rdata[31:16];
	q_err3  <= imem_resp_er;
    end
end
always @ (*) begin
    rdata_ident = PEAK_RDATA_NONE;
    if (imem_resp_ok & ~discard_resp) begin
        if (new_pc_unaligned) begin
            if (&imem_rdata[17:16]) begin
                rdata_ident = PEAK_RDATA_RVI_LO_NV;
            end else begin
                rdata_ident = PEAK_RDATA_RVC_NV;
            end
        end else begin  
            if (rdata_curr == PEAK_RVI_PART2) begin
                if (&imem_rdata[17:16]) begin
                    rdata_ident = PEAK_RDATA_RVI_LO_RVI_HI;
                end else begin
                    rdata_ident = PEAK_RDATA_RVC_RVI_HI;
                end
            end else begin  
                casez ({&imem_rdata[17:16], &imem_rdata[1:0]})
                    2'b?1   : rdata_ident   = PEAK_RDATA_RVI_HI_RVI_LO;
                    2'b00   : rdata_ident   = PEAK_RDATA_RVC_RVC;
                    2'b10   : rdata_ident   = PEAK_RDATA_RVI_LO_RVC;
                endcase
            end  
        end  
    end  
end
assign rdata_next   =   ( (rdata_ident == PEAK_RDATA_RVI_LO_NV)
                        | (rdata_ident == PEAK_RDATA_RVI_LO_RVI_HI)
                        | (rdata_ident == PEAK_RDATA_RVI_LO_RVC) ) ? PEAK_RVI_PART2 : PEAK_OTHER;
always @(posedge clk or negedge rst_n) begin
    if (~rst_n) begin
        rdata_curr  <= PEAK_OTHER;
    end else begin
        if (new_pc_req) begin
            rdata_curr  <= PEAK_OTHER;
        end else if (imem_resp_vd) begin
            rdata_curr  <= rdata_next;
        end
    end
end
assign imem_req = (new_pc_req & ~num_txns_pending_full & ~stop_fetch) |
(
    (fsm == PEAK_FSM_FETCH) &
    ~num_txns_pending_full &
    (PEAK_TXN_CNT_W'(q_free_w_next) > num_vd_txns_pending)
);
assign imem_addr                = {(new_pc_req ? new_pc[31:2] : imem_addr_r), 2'b00};
assign imem_resp_er             = (imem_resp == PEAK_MEM_RESP_RDY_ER);
assign imem_resp_ok             = (imem_resp == PEAK_MEM_RESP_RDY_OK);
assign imem_resp_vd             = (imem_resp_ok | imem_resp_er) & ~discard_resp;
assign num_txns_pending_full    = &num_txns_pending & 
                                  ~imem_resp_vd;  
assign imem_txns_pending        = |num_txns_pending;
assign imem_addr_r_new = (new_pc_req ? new_pc[31:2] : imem_addr_r) + 1'b1;
always @(posedge clk or negedge rst_n) begin
    if (~rst_n) begin
        imem_addr_r <= 30'h0;
    end else begin
        if (imem_req & imem_req_ack) begin
            if (new_pc_req) begin
                imem_addr_r <= imem_addr_r_new;
            end else begin
                imem_addr_r[5:2] <= imem_addr_r_new[5:2];
                if (&imem_addr_r[5:2]) begin
                    imem_addr_r[31:6] <= imem_addr_r_new[31:6];
                end
            end
        end else if (new_pc_req) begin
            imem_addr_r <= new_pc[31:2];
        end
    end
end
assign num_txns_pending_new = num_txns_pending + (imem_req & imem_req_ack) - (imem_resp_ok | imem_resp_er);
always @(posedge clk or negedge rst_n) begin
    if (~rst_n) begin
        num_txns_pending <= '0;
    end else if ((imem_req & imem_req_ack) ^ (imem_resp_ok | imem_resp_er)) begin
        num_txns_pending <= num_txns_pending_new;
    end
end
always @ (*) begin
    if (new_pc_req) begin
        discard_resp_cnt_new = num_txns_pending_new - (imem_req & imem_req_ack);
    end else if (imem_resp_er & ~discard_resp) begin
        discard_resp_cnt_new = num_txns_pending_new;
    end else begin
        discard_resp_cnt_new = discard_resp_cnt - 1'b1;
    end
end
always @(posedge clk or negedge rst_n) begin
    if (~rst_n) begin
        discard_resp_cnt <= 3'h0;
    end else if (new_pc_req | imem_resp_er | (imem_resp_ok & discard_resp)) begin
        discard_resp_cnt <= discard_resp_cnt_new;
    end
end
assign num_vd_txns_pending  = num_txns_pending - discard_resp_cnt;
assign discard_resp         = |discard_resp_cnt;
reg nxt_fsm;
always @ (*) begin
  nxt_fsm = fsm;
  case (fsm)
      PEAK_FSM_IDLE:
      begin
          if (new_pc_req & ~stop_fetch) begin
              nxt_fsm = PEAK_FSM_FETCH;
          end
      end
      PEAK_FSM_FETCH: 
      begin
          if (stop_fetch | (imem_resp_er & ~discard_resp & ~new_pc_req)) begin
              nxt_fsm <= PEAK_FSM_IDLE;
          end
      end
  endcase 
end
always @ (posedge clk or negedge rst_n) begin
    if(rst_n == 1'b0) begin
        fsm <= PEAK_FSM_IDLE;
    end
    else begin
	fsm <= nxt_fsm;
    end
end
always @(posedge clk or negedge rst_n) begin
    if (~rst_n) begin
        new_pc_unaligned    <= 1'b0;
    end else begin
        if (new_pc_req) begin
            new_pc_unaligned    <= new_pc[1];
        end else if (imem_resp_vd) begin
            new_pc_unaligned    <= 1'b0;
        end
    end
end
reg       ifu_dpu_imem_err;
reg       ifu_dpu_err_rvi_hi;
reg[1:0]  ifu_dpu_instr_vld;
always @ (*) begin
    ifu_dpu_instr_vld          = 1'b0;
    ifu_dpu_imem_err    = 1'b0;
    ifu_dpu_err_rvi_hi  = 1'b0;
    if (~q_empty) begin
        if (q_ocpd_h == 2'h1) begin
            ifu_dpu_instr_vld[1:0]     = {1'b0, q_head_rvc | q_err_head};
            ifu_dpu_imem_err    = q_err_head;
        end else begin          
            ifu_dpu_instr_vld          = {q_head_rvc & q_snd_rvc, 1'b1};
            ifu_dpu_imem_err    = q_err_head ? 1'b1 : (q_head_rvi & q_err_next);
            ifu_dpu_err_rvi_hi  = ~q_err_head & q_head_rvi & q_err_next;
        end
    end 
end
assign  ifu_dpu_instr = q_head_rvc & ~q_snd_rvc  ? {16'h0, q_data_head}: 
                                                   {q_data_next, q_data_head};
endmodule
==> design/flow/run.sh <==
#!/bin/bash
# OpenROAD 26Q1-2900-gdf79404cd8, Yosys 0.63+post, stock flow scripts
make -C /OpenROAD-flow-scripts/flow DESIGN_CONFIG=/design/flow/config.mk WORK_HOME=/design/flow/orfs finish
==> design/flow/config.mk <==
export PLATFORM = sky130hd
export DESIGN_NAME = peak_ifu
export DESIGN_NICKNAME = peak_ifu
export VERILOG_FILES = /design/flow/design.v
export SDC_FILE = /design/flow/constraint.sdc
export NUM_CORES = 4
export LEC_CHECK = 1
export CORE_AREA = 10 10 70 70
export DIE_AREA = 0 0 80 80
==> design/flow/constraint.sdc <==
current_design peak_ifu

set clk_period 1.2
set clk_io_pct 0.2

create_clock -name clk0 -period $clk_period [get_ports {clk}]

set non_clock_inputs [all_inputs -no_clocks]
set_input_delay [expr $clk_period * $clk_io_pct] -clock clk0 $non_clock_inputs
set_output_delay [expr $clk_period * $clk_io_pct] -clock clk0 [all_outputs]
==> results.txt <==
Physical implementation

The run finished, with violations left. The final reports fail on setup timing. The chip area line in the Yosys stat output reads 699 sq um.

The DRC violation total left in the routed layout is recorded as 0. Synthesis produced a netlist whose cell count is 86. The via density per instance is 2.26.

The global routing report lists combined usage of all routing layers as 3.45%. The static leakage is 0.400 nW. The peak fanout along the critical path is 2. The number of global-route vias before repair came to 427. Per the detail_route report, routed wire per instance is about 8.5 microns. In the final layout, the registers with the most flip-flops are q_rptr x3. Looking at the setup timing report, the critical path kind is reg2out.

The register with the most flip-flops is q_rptr. The final max-slew violation count recorded for this run is 0. The leftover overflow at the end of global routing is 0. The category of the worst setup path capture point is an output port.

The antenna diode instance count is 0. Before CTS, the worst setup slack after placement is -0.503 ns. The worst setup path is launched from a register.

Per Yosys stat, the portion of area used by sequential elements is 10.7%. The area growth from synthesis to layout is -4.11%. The share of the clock period used by the worst path is 125%. The cell total in the yosys stat output is 86. The vertical extent of the die is 80 microns. In this run the cell area of the synthesized design comes to 699 sq um. The number of detailed-route iterations in the first pass is 2. Across all setup checks in the final design, the least slack found is -0.300 ns. Counting endpoints that fail hold in the final report gives 0. The number of hold buffers added after CTS was 0. In this run the standard cell core region covers around 0.0034 sq mm. The number of antenna violations at the first check in global routing is 0. The top-level I/O count is approximately 140. The post-detailed-routing wire length is 1260 microns. In the final layout, the share of cells above drive strength 1 is a little under a quarter.

For this run, the number of Yosys warnings is 90. The count of buffers added on input and output ports is 4. The report lists the number of standard-cell rows as 21. The worst min-delay path class is in2async. The area share of the leading cell type in the synthesized netlist is 73.0%. In this run the number of H-tree levels came out at 1. In this run, CTS created clock tree buffers numbering 3. The most frequently used flop master after synthesis is sky130_fd_sc_hd__dfrtp_1. The register with the most flip-flops in the layout has 3 of them.

The maximum clock skew at final layout is between 0.001 and 0.0015 ns. Counting instances in the post-synthesis netlist gives the leading cell types as 68 x sky130_fd_sc_hd__buf_4, 5 x sky130_fd_sc_hd__inv_1, 3 x sky130_fd_sc_hd__dfrtp_1, 3 x sky130_fd_sc_hd__ha_1, 2 x sky130_fd_sc_hd__xnor2_1. The largest vdd supply drop is approximately 380 uV.

OpenROAD emitted warnings numbering 98. The maximum number of buffers from clock root to sink is 2. The power density over the cells is 1570 mW/mm^2. For this run, the share of the core covered by cells in the final layout is 19.6%. The violation tally recorded at the end of detailed-routing iteration 0 is 2.

The clock sink count is 3. The count of unique library cells instantiated by Yosys is 10. The number of maximum-capacitance violations recorded for the run is 0. For this block, the via count after detailed routing is approximately 330.

The pin count of the biggest net entering global routing is 4. The chip width is roughly 80 microns. The half-perimeter wire length after detailed placement is about 1200 microns. The highest clock rate this design can be run at is 666 MHz. Nets still carrying antenna violations after routing amount to 0. The biggest area consumer among synthesized cells is sky130_fd_sc_hd__buf_4. The die footprint is 0.00640 sq mm. Setup repair after global routing could not meet its margin everywhere.

Yosys reported that registers with async set or reset make up 100%. The master cell of the clock root buffer is sky130_fd_sc_hd__clkbuf_4. The final-report setup violation count is 5.

The initial core utilization is approximately 20%. After clock tree synthesis, the clock-pin slew on the worst setup and hold paths is 0.04 ns. STA puts the critical path data required time at between 0.9 and 1 ns. The number of fill cells is 384. Counting I/O delays and the setup requirement, the final critical path takes roughly 1.5 ns. The first global-routing pass estimated 1860 microns of wire. Yosys attributes the largest share of cell area to sky130_fd_sc_hd__buf_4 73%, sky130_fd_sc_hd__dfrtp_1 11%, sky130_fd_sc_hd__ha_1 5.4%. The sum of negative setup slack is -1.10 ns. The number of synthesized flops with an enable pin is 0. Each instance of the synthesized netlist takes up on average a little over 8 sq um. The insertion delay of the later-clocked pin in the worst-skew pair is between 0.2 and 0.25 ns. The synthesis stats list as the most numerous cell sky130_fd_sc_hd__buf_4. The TritonCTS clock tree is done. The critical path data arrival time is 1.26 ns. At the end of routability-driven placement, the weighted congestion stood at 0.701. The number of synthesized register bits is 3.
-- power breakdown --
group	leakage, nW	internal, mW	switching (mW)
logic	0.349	0.436	0.256
registers	0.0351	0.157	0.0295
clock network	0.0150	0.124	0.0482
total	0.400	0.717	0.334
-- layer usage --
metal,GRT usage [%],share of wire (%)
met5,0,0
met1,3.53,35
met3,2.27,15
met2,5.70,49
met4,0.880,1.0
-- area by class of cell --
class	instances	area, sq um	area share (%)
Tap cell	46	57.6	8.58
Inverter	5	18.8	2.80
Sequential cell	3	75.1	11.2
Multi-Input combinational cell	77	380	56.7
Clock buffer	4	26.3	3.92
Timing Repair Buffer	13	113	16.8
-- cells by family (layout without fill, tap and decap cells) --
family          after synthesis  count (layout)  synth area share (%)
compound gates                1               1                 0.715
xor+xnor                      2               2                  2.50
fa+ha+maj                     3               3                  5.37
buf+inv                      73              22                  75.7
flops                         3               3                  10.7
mux                           1               1                  2.15
other cells                   1              68                 0.536
simple gates                  2               2                  2.33
-- cells in the final DEF (no fill, tap or decap), drive strengths merged --
cell type / Yosys / final
nor2b: 1 / 1
ha: 3 / 3
buf: 68 / 11
clkbuf: 0 / 4
dfrtp: 3 / 3
inv: 5 / 5
a21oi: 1 / 1
xnor2: 2 / 2
mux2: 1 / 1
clkdlybuf4s50: 0 / 2
conb: 1 / 68
nand3b: 1 / 1
-- final timing paths --
check	start	to	slack (ns)	depth (start not counted)
max	q_rptr[0]	ifu_dpu_instr_vld[1]	-0.30	6
min	rst_n	q_rptr[2]	0.20	1
max reg2reg	q_rptr[0]	q_rptr[1]	-0.29	7
min reg2reg	q_rptr[2]	q_rptr[2]	0.56	2
max in group asynchronous	rst_n	q_rptr[0]	0.86	1
min in group clk0	q_rptr[2]	q_rptr[2]	0.56	2
-- per-stage QoR --
step	power, mW	hold WS (ns)	area (sq um)	cells
floorplan	0.616	-0.0556	971	153
global placement	0.735	0.440	603	141
detailed placement	0.740	0.440	603	141
CTS	1.06	0.188	667	148
global route	1.18	0.194	671	148
finish	1.05	0.197	671	148
-- repair_timing --
item                       in CTS  in global routing
resized                        14                  2
pin swaps                       4                  1
setup buffers                   4                  0
setup endpoints to repair       5                  5
-- worst max-delay path, stage by stage (launching register included) --
cell                      delay (ns)
sky130_fd_sc_hd__dfrtp_1        0.35
sky130_fd_sc_hd__inv_2          0.06
sky130_fd_sc_hd__ha_4           0.16
sky130_fd_sc_hd__ha_4           0.25
sky130_fd_sc_hd__inv_2          0.03
sky130_fd_sc_hd__a21oi_2        0.09
sky130_fd_sc_hd__buf_2          0.10
Power is estimated from default activity; no workload was simulated.
