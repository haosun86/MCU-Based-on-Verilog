`design.v`:
```
module peak_dpu_dsp_ctl(
instr0_vld,
instr0_rd_r0_vld,
instr0_rd_r0_addr,
instr0_rd_r1_vld,
instr0_rd_r1_addr,
instr0_rd_r2_vld,
instr0_rd_r2_addr,
instr0_wr_vld,
instr0_wr_addr,
instr0_is_alu,
instr0_is_mul,
instr0_is_div,
instr0_is_ld,
instr0_is_jal,
instr0_is_ls,
instr0_is_br,
instr0_is_csr,
instr0_is_fp,
instr1_vld,
instr1_rd_r0_vld,
instr1_rd_r0_addr,
instr1_rd_r1_vld,
instr1_rd_r1_addr,
instr1_rd_r2_vld,
instr1_rd_r2_addr,
instr1_wr_vld,
instr1_wr_addr,
instr1_is_alu,
instr1_is_mul,
instr1_is_div,
instr1_is_ld,
instr1_is_jal,
instr1_is_ls,
instr1_is_br,
instr1_is_csr,
instr1_is_fp,
alu0_wr_vld_ex,
alu0_wr_addr_ex,
alu1_wr_vld_ex,
alu1_wr_addr_ex,
mul_wr_vld_ex,
mul_busy,
mul_wr_addr_ex,
div_wr_vld_ex,
div_busy,
div_wr_addr_ex,
lsu_wr_vld_ex,
lsu_wr_addr_ex,
lsu_wr_vld_ret,
lsu_wr_addr_ret,
csr_wr_vld_ex,
csr_wr_addr_ex,
fp_wr_vld,
fp_busy,
fp_wr_addr,
instr0_cannot_iss,
instr1_cannot_iss,
instr0_r0_fwd_sel,
instr0_r1_fwd_sel,
instr0_r2_fwd_sel,
instr1_r0_fwd_sel,
instr1_r1_fwd_sel,
instr1_r2_fwd_sel,
instr0_need_rd_eq0,
instr1_need_rd_eq0,
);
input        instr0_vld;
input        instr0_rd_r0_vld;
input[4:0]   instr0_rd_r0_addr;
input        instr0_rd_r1_vld;
input[4:0]   instr0_rd_r1_addr;
input        instr0_rd_r2_vld;
input[4:0]   instr0_rd_r2_addr;
input        instr0_wr_vld;
input[4:0]   instr0_wr_addr;
input        instr0_is_alu;
input        instr0_is_mul;
input        instr0_is_div;
input        instr0_is_ld;
input        instr0_is_jal;
input        instr0_is_ls;
input        instr0_is_br;
input        instr0_is_csr;
input        instr0_is_fp;
input        instr1_vld;
input        instr1_rd_r0_vld;
input[4:0]   instr1_rd_r0_addr;
input        instr1_rd_r1_vld;
input[4:0]   instr1_rd_r1_addr;
input        instr1_rd_r2_vld;
input[4:0]   instr1_rd_r2_addr;
input        instr1_wr_vld;
input[4:0]   instr1_wr_addr;
input        instr1_is_alu;
input        instr1_is_mul;
input        instr1_is_div;
input        instr1_is_ld;
input        instr1_is_jal;
input        instr1_is_ls;
input        instr1_is_br;
input        instr1_is_csr;
input        instr1_is_fp;
input        alu0_wr_vld_ex;
input[4:0]   alu0_wr_addr_ex;
input        alu1_wr_vld_ex;
input[4:0]   alu1_wr_addr_ex;
input        mul_wr_vld_ex;
input        mul_busy;
input[4:0]   mul_wr_addr_ex;
input        div_wr_vld_ex;
input        div_busy;
input[4:0]   div_wr_addr_ex;
input        lsu_wr_vld_ex;
input[4:0]   lsu_wr_addr_ex;
input        lsu_wr_vld_ret;
input[4:0]   lsu_wr_addr_ret;
input        csr_wr_vld_ex;
input[4:0]   csr_wr_addr_ex;
input        fp_wr_vld;
input        fp_busy;
input[4:0]   fp_wr_addr;
output      instr0_cannot_iss;
output      instr1_cannot_iss;
output[6:0] instr0_r0_fwd_sel;
output[6:0] instr0_r1_fwd_sel;
output[6:0] instr0_r2_fwd_sel;
output[6:0] instr1_r0_fwd_sel;
output[6:0] instr1_r1_fwd_sel;
output[6:0] instr1_r2_fwd_sel;
output      instr0_need_rd_eq0;
output      instr1_need_rd_eq0;
wire instr0_need_rd_eq0 = ~instr0_rd_r0_vld & ~instr0_rd_r1_vld & ~instr0_rd_r2_vld; 
wire instr0_need_rd_eq1 = instr0_rd_r0_vld;
wire instr0_need_rd_eq2 = instr0_rd_r0_vld  & instr0_rd_r1_vld;
wire instr0_need_rd_eq3 = instr0_rd_r0_vld & instr0_rd_r1_vld & instr0_rd_r2_vld; 
wire instr1_need_rd_eq0 = ~instr1_rd_r0_vld & ~instr1_rd_r1_vld & ~instr1_rd_r2_vld; 
wire instr1_need_rd_eq1 = instr1_rd_r0_vld;
wire instr1_need_rd_eq2 = instr1_rd_r0_vld  & instr1_rd_r1_vld;
wire instr1_need_rd_eq3 = instr1_rd_r0_vld & instr1_rd_r1_vld & instr1_rd_r2_vld; 
wire instr1_cannot_iss_inter_struct_dep = instr0_vld & instr1_vld &
	                                 ((instr0_is_mul & instr1_is_mul) ||
		                          (instr0_is_div & instr1_is_div) ||
		                          (instr0_is_ls  & instr1_is_ls)  ||
			                  (instr0_is_br  & instr1_is_br)  ||
			                  (instr0_is_csr & instr1_is_csr) ||
			                  (instr0_is_fp  & instr1_is_fp)  ||
					  (instr0_need_rd_eq1 & instr1_need_rd_eq3) ||
					  (instr0_need_rd_eq2 & (instr1_need_rd_eq2 | instr1_need_rd_eq3)) ||
					  (instr0_need_rd_eq3 )) ;
wire instr0_cannot_iss_data_dep = instr0_vld &
	                          ((instr0_rd_r0_vld & (instr0_rd_r0_addr == mul_wr_addr_ex) & ~mul_wr_vld_ex & mul_busy) ||
			           (instr0_rd_r1_vld & (instr0_rd_r1_addr == mul_wr_addr_ex) & ~mul_wr_vld_ex & mul_busy) ||
	                           (instr0_rd_r0_vld & (instr0_rd_r0_addr == div_wr_addr_ex) & ~div_wr_vld_ex & div_busy) ||
			           (instr0_rd_r1_vld & (instr0_rd_r1_addr == div_wr_addr_ex) & ~div_wr_vld_ex & div_busy) ||
	                           (instr0_rd_r0_vld & (instr0_rd_r0_addr == lsu_wr_addr_ex) & lsu_wr_vld_ex) ||
	                           (instr0_rd_r1_vld & (instr0_rd_r1_addr == lsu_wr_addr_ex) & lsu_wr_vld_ex) 
		                   );
wire instr1_cannot_iss_data_dep = instr1_vld &
	                          ((instr1_rd_r0_vld & (instr1_rd_r0_addr == mul_wr_addr_ex) & ~mul_wr_vld_ex & mul_busy) ||
			           (instr1_rd_r1_vld & (instr1_rd_r1_addr == mul_wr_addr_ex) & ~mul_wr_vld_ex & mul_busy) ||
	                           (instr1_rd_r0_vld & (instr1_rd_r0_addr == div_wr_addr_ex) & ~div_wr_vld_ex & div_busy) ||
			           (instr1_rd_r1_vld & (instr1_rd_r1_addr == div_wr_addr_ex) & ~div_wr_vld_ex & div_busy) ||
	                           (instr1_rd_r0_vld & (instr1_rd_r0_addr == lsu_wr_addr_ex) & lsu_wr_vld_ex) ||
	                           (instr1_rd_r1_vld & (instr1_rd_r1_addr == lsu_wr_addr_ex) & lsu_wr_vld_ex) ||
				   (instr0_vld & instr0_wr_vld & instr1_rd_r0_vld & (instr1_rd_r0_addr == instr0_wr_addr)) ||
				   (instr0_vld & instr0_wr_vld & instr1_rd_r1_vld & (instr1_rd_r1_addr == instr0_wr_addr)) 
		                   );
wire instr1_cannot_iss_ctl_dep = instr0_vld & instr0_is_br;
wire instr0_cannot_iss_seq_struct_dep = instr0_vld &
	                                ((mul_busy & instr0_is_mul)     ||
					 (div_busy & instr0_is_div)     ||
					 (lsu_wr_vld_ex & instr0_is_ls) 
					 );
wire instr1_cannot_iss_seq_struct_dep = instr1_vld &
	                                ((mul_busy & instr1_is_mul)     ||
					 (div_busy & instr1_is_div)     ||
					 (lsu_wr_vld_ex & instr1_is_ls) 
					 );
wire instr0_cannot_iss = instr0_cannot_iss_data_dep         ||
			 instr0_cannot_iss_seq_struct_dep   ;
wire instr1_cannot_iss = instr0_cannot_iss                  ||
	                 instr1_cannot_iss_inter_struct_dep ||
	                 instr1_cannot_iss_data_dep         ||
                         instr1_cannot_iss_ctl_dep          ||
			 instr1_cannot_iss_seq_struct_dep   ;
wire[6:0] instr0_r0_fwd_sel;
assign instr0_r0_fwd_sel[0] = instr0_vld &
		    	      (instr0_rd_r0_vld & (instr0_rd_r0_addr == alu0_wr_addr_ex) & alu0_wr_vld_ex);
assign instr0_r0_fwd_sel[1] = instr0_vld &
			      (instr0_rd_r0_vld & (instr0_rd_r0_addr == alu1_wr_addr_ex) & alu1_wr_vld_ex);
assign instr0_r0_fwd_sel[2] = instr0_vld &
			      (instr0_rd_r0_vld & (instr0_rd_r0_addr == mul_wr_addr_ex) & mul_wr_vld_ex & ~mul_busy);
assign instr0_r0_fwd_sel[3] = instr0_vld &
			      (instr0_rd_r0_vld & (instr0_rd_r0_addr == div_wr_addr_ex) & div_wr_vld_ex & ~div_busy);
assign instr0_r0_fwd_sel[4] = instr0_vld &
			      (instr0_rd_r0_vld & (instr0_rd_r0_addr == ls_wr_addr_ret) & ls_wr_vld_ret);
assign instr0_r0_fwd_sel[5] = instr0_vld &
			      (instr0_rd_r0_vld & (instr0_rd_r0_addr == csr_wr_addr_ex) & csr_wr_vld_ex);
assign instr0_r0_fwd_sel[6] = instr0_vld &
			      (instr0_rd_r0_vld & (instr0_rd_r0_addr == fp_wr_addr) & fp_wr_vld);
wire[6:0] instr0_r1_fwd_sel;
assign instr0_r1_fwd_sel[0] = instr0_vld &
		    	      (instr0_rd_r1_vld & (instr0_rd_r1_addr == alu0_wr_addr_ex) & alu0_wr_vld_ex);
assign instr0_r1_fwd_sel[1] = instr0_vld &
			      (instr0_rd_r1_vld & (instr0_rd_r1_addr == alu1_wr_addr_ex) & alu1_wr_vld_ex);
assign instr0_r1_fwd_sel[2] = instr0_vld &
			      (instr0_rd_r1_vld & (instr0_rd_r1_addr == mul_wr_addr_ex) & mul_wr_vld_ex & ~mul_busy);
assign instr0_r1_fwd_sel[3] = instr0_vld &
			      (instr0_rd_r1_vld & (instr0_rd_r1_addr == div_wr_addr_ex) & div_wr_vld_ex & ~div_busy);
assign instr0_r1_fwd_sel[4] = instr0_vld &
			      (instr0_rd_r1_vld & (instr0_rd_r1_addr == ls_wr_addr_ret) & ls_wr_vld_ret);
assign instr0_r1_fwd_sel[5] = instr0_vld &
			      (instr0_rd_r1_vld & (instr0_rd_r1_addr == csr_wr_addr_ex) & csr_wr_vld_ex);
assign instr0_r1_fwd_sel[6] = instr0_vld &
			      (instr0_rd_r1_vld & (instr0_rd_r1_addr == fp_wr_addr) & fp_wr_vld);
wire[6:0] instr0_r2_fwd_sel;
assign instr0_r2_fwd_sel[0] = instr0_vld &
		    	      (instr0_rd_r2_vld & (instr0_rd_r2_addr == alu0_wr_addr_ex) & alu0_wr_vld_ex);
assign instr0_r2_fwd_sel[1] = instr0_vld &
			      (instr0_rd_r2_vld & (instr0_rd_r2_addr == alu1_wr_addr_ex) & alu1_wr_vld_ex);
assign instr0_r2_fwd_sel[2] = instr0_vld &
			      (instr0_rd_r2_vld & (instr0_rd_r2_addr == mul_wr_addr_ex) & mul_wr_vld_ex & ~mul_busy);
assign instr0_r2_fwd_sel[3] = instr0_vld &
			      (instr0_rd_r2_vld & (instr0_rd_r2_addr == div_wr_addr_ex) & div_wr_vld_ex & ~div_busy);
assign instr0_r2_fwd_sel[4] = instr0_vld &
			      (instr0_rd_r2_vld & (instr0_rd_r2_addr == ls_wr_addr_ret) & ls_wr_vld_ret);
assign instr0_r2_fwd_sel[5] = instr0_vld &
			      (instr0_rd_r2_vld & (instr0_rd_r2_addr == csr_wr_addr_ex) & csr_wr_vld_ex);
assign instr0_r2_fwd_sel[6] = instr0_vld &
			      (instr0_rd_r2_vld & (instr0_rd_r2_addr == fp_wr_addr) & fp_wr_vld);
wire[6:0] instr1_r0_fwd_sel;
assign instr1_r0_fwd_sel[0] = instr1_vld &
		    	      (instr1_rd_r0_vld & (instr1_rd_r0_addr == alu0_wr_addr_ex) & alu0_wr_vld_ex);
assign instr1_r0_fwd_sel[1] = instr1_vld &
			      (instr1_rd_r0_vld & (instr1_rd_r0_addr == alu1_wr_addr_ex) & alu1_wr_vld_ex);
assign instr1_r0_fwd_sel[2] = instr1_vld &
			      (instr1_rd_r0_vld & (instr1_rd_r0_addr == mul_wr_addr_ex) & mul_wr_vld_ex & ~mul_busy);
assign instr1_r0_fwd_sel[3] = instr1_vld &
			      (instr1_rd_r0_vld & (instr1_rd_r0_addr == div_wr_addr_ex) & div_wr_vld_ex & ~div_busy);
assign instr1_r0_fwd_sel[4] = instr1_vld &
			      (instr1_rd_r0_vld & (instr1_rd_r0_addr == ls_wr_addr_ret) & ls_wr_vld_ret);
assign instr1_r0_fwd_sel[5] = instr1_vld &
			      (instr1_rd_r0_vld & (instr1_rd_r0_addr == csr_wr_addr_ex) & csr_wr_vld_ex);
assign instr1_r0_fwd_sel[6] = instr1_vld &
			      (instr1_rd_r0_vld & (instr1_rd_r0_addr == fp_wr_addr) & fp_wr_vld);
wire[6:0] instr1_r1_fwd_sel;
assign instr1_r1_fwd_sel[0] = instr1_vld &
		    	      (instr1_rd_r1_vld & (instr1_rd_r1_addr == alu0_wr_addr_ex) & alu0_wr_vld_ex);
assign instr1_r1_fwd_sel[1] = instr1_vld &
			      (instr1_rd_r1_vld & (instr1_rd_r1_addr == alu1_wr_addr_ex) & alu1_wr_vld_ex);
assign instr1_r1_fwd_sel[2] = instr1_vld &
			      (instr1_rd_r1_vld & (instr1_rd_r1_addr == mul_wr_addr_ex) & mul_wr_vld_ex & ~mul_busy);
assign instr1_r1_fwd_sel[3] = instr1_vld &
			      (instr1_rd_r1_vld & (instr1_rd_r1_addr == div_wr_addr_ex) & div_wr_vld_ex & ~div_busy);
assign instr1_r1_fwd_sel[4] = instr1_vld &
			      (instr1_rd_r1_vld & (instr1_rd_r1_addr == ls_wr_addr_ret) & ls_wr_vld_ret);
assign instr1_r1_fwd_sel[5] = instr1_vld &
			      (instr1_rd_r1_vld & (instr1_rd_r1_addr == csr_wr_addr_ex) & csr_wr_vld_ex);
assign instr1_r1_fwd_sel[6] = instr1_vld &
			      (instr1_rd_r1_vld & (instr1_rd_r1_addr == fp_wr_addr) & fp_wr_vld);
wire[6:0] instr2_r2_fwd_sel;
assign instr2_r2_fwd_sel[0] = instr2_vld &
		    	      (instr2_rd_r2_vld & (instr2_rd_r2_addr == alu0_wr_addr_ex) & alu0_wr_vld_ex);
assign instr2_r2_fwd_sel[1] = instr2_vld &
			      (instr2_rd_r2_vld & (instr2_rd_r2_addr == alu1_wr_addr_ex) & alu1_wr_vld_ex);
assign instr2_r2_fwd_sel[2] = instr2_vld &
			      (instr2_rd_r2_vld & (instr2_rd_r2_addr == mul_wr_addr_ex) & mul_wr_vld_ex & ~mul_busy);
assign instr2_r2_fwd_sel[3] = instr2_vld &
			      (instr2_rd_r2_vld & (instr2_rd_r2_addr == div_wr_addr_ex) & div_wr_vld_ex & ~div_busy);
assign instr2_r2_fwd_sel[4] = instr2_vld &
			      (instr2_rd_r2_vld & (instr2_rd_r2_addr == ls_wr_addr_ret) & ls_wr_vld_ret);
assign instr2_r2_fwd_sel[5] = instr2_vld &
			      (instr2_rd_r2_vld & (instr2_rd_r2_addr == csr_wr_addr_ex) & csr_wr_vld_ex);
assign instr2_r2_fwd_sel[6] = instr2_vld &
			      (instr2_rd_r2_vld & (instr2_rd_r2_addr == fp_wr_addr) & fp_wr_vld);
endmodule
```
`run.sh`:
```
#!/bin/bash
# OpenROAD 26Q1-2900-gdf79404cd8, Yosys 0.63+post, stock flow scripts
make -C /OpenROAD-flow-scripts/flow DESIGN_CONFIG=/design/flow/config.mk WORK_HOME=/design/flow/orfs finish
```
`config.mk`:
```
export PLATFORM = sky130hd
export DESIGN_NAME = peak_dpu_dsp_ctl
export DESIGN_NICKNAME = peak_dpu_dsp_ctl
export VERILOG_FILES = /design/flow/design.v
export SDC_FILE = /design/flow/constraint.sdc
export NUM_CORES = 4
export LEC_CHECK = 1
export CORE_UTILIZATION = 50
```
`constraint.sdc`:
```
current_design peak_dpu_dsp_ctl

set clk_period 3.7
set clk_io_pct 0.2

create_clock -name clk0 -period $clk_period

set non_clock_inputs [all_inputs -no_clocks]
set_input_delay [expr $clk_period * $clk_io_pct] -clock clk0 $non_clock_inputs
set_output_delay [expr $clk_period * $clk_io_pct] -clock clk0 [all_outputs]
```
==> flow_metrics.py <==
# Auto-generated metrics
metrics = {
    "outcome": {
        "status": "finished clean",
    },
    "setup_path": {
        "cp_num_buf_inv": 2,
        "slowest_stage": "clkdlybuf4s50_1",
        "critPathCaptureType": "primary output",
        "start_kind": "input pin",
        "worstPathCellList": "clkdlybuf4s50_1 -> xor2_1 -> nor4_1 -> nand4_1 -> o2111a_1 -> nand4_1 -> a22o_1 -> clkdlybuf4s50_1",
        "arrival_ns": 2.86,
        "cp.required_ns": 2.96,
        "crit_family": "buffers and inverters",
        "worstSetupPathType": "input pin to primary output",
        "max_stage_delay_ns": 0.58,
        "worstPathMaxFanout": 5,
    },
    "final_timing": {
        "fin_ws_ns": 0.1007,
        "fmaxAchievable_mhz": 277.8,
        "setup_viol": 0,
        "rsz0062_at_grt": "false",
        "finalCritPeriodShare_pct": 97.28,
        "slew_headroom_pct": 65.96,
        "hold_ws_ns": 2.393,
        "min_period_ns": 3.599,
        "setup-tns-final_ns": 0,
        "worstMarginPinSlew_ns": 0.5090,
        "drv_slew": 0,
        "finalHoldViolCount": 0,
    },
    "hold_path": {
        "holdPathStages": 5,
        "whs_endpoint": "instr0_r2_fwd_sel[2]",
        "worstHoldPathType": "input pin to primary output",
        "hold_start": "mul_wr_addr_ex[0]",
    },
    "placement": {
        "io_buffers": 128,
        "place_ws_ns": 0.06606,
        "place_hpwl_mm": 8.024,
        "finalWeightedCongestion": 1.051,
    },
    "synth": {
        "yosys_cells": 379,
        "top_area_cell": "xnor2_1",
        "yosysWarnings": 14,
        "top_cells_by_area": "xnor2_1 (39%), xor2_1 (18%), nand4_1 (7.3%)",
        "synthCells": 379,
        "synth.distinct_cells": 31,
        "synth_seq_share_pct": 0,
        "postSynthAreaPerCell_um2": 7.260,
        "ys_area_mm2": 0.002751,
        "top_area_share_pct": 39.47,
        "synth_area_mm2": 0.002751,
    },
    "drt": {
        "drc": 0,
        "drtIter0Drc": 205,
        "antenna_cells_inserted": 0,
        "num_vias": 2977,
        "postRouteAntennaNets": 0,
        "via_per_inst": 5.472,
        "wl_mm": 9.965,
        "dr.pass1.iters": 4,
        "wl_per_cell_um": 18.32,
    },
    "flow_run": {
        "max-cap-violations": 0,
        "openroad.warnings": 58,
    },
    "global_route": {
        "grtUsageTotal_pct": 33.95,
        "overflow": 0,
        "grt_pass1_vias": 2790,
        "grt_max_degree": 13,
        "grt_pass1_wl_mm": 15.06,
        "antenna_found_initial": 0,
    },
    "floorplanning": {
        "dieWidth_um": 76.18,
        "core_util_floorplan_pct": 52.86,
        "rows": 26,
        "chipArea_mm2": 0.005803,
        "ioPinCount": 165,
        "core_area_mm2": 0.005205,
        "die_h_um": 76.18,
    },
    "pwr": {
        "powerDensity_mw_per_mm2": 114.3,
        "peakVddDrop_mv": 0.08717,
        "leakage_uw": 0.001369,
    },
    "cells_and_area": {
        "nClkBuffers": 0,
        "drive_gt1_share_pct": 6.329,
        "area_growth_pct": 44.66,
        "ff_count": 0,
        "regArea_um2": 0,
    },
    "cts": {
        "cts_hold_buffers": 0,
    },
}
kinds of logic after synthesis:
kind of cell	share of synthesized area [%]
AND-OR/OR-AND	4.912
XOR/XNOR	57.30
buffers and inverters	14.82
other	0.1363
AND/OR/NAND/NOR	22.83
area by class of cell:
cell class	count	area (µm²)
timing repair buffer	156	1499
tap	70	87.58
fill	405	1225
multi-input combinational	317	2390
inverter	1	3.754
tightest hold or removal path, delay by kind of cell:
kind                   cells  cell delay, ns
AND/OR/NAND/NOR            2            0.12
XOR/XNOR                   1            0.17
buffers and inverters      2            0.63
power breakdown:
| part | total [µW] | internal, µW | switching [µW] |
|---|---|---|---|
| clock | 0 | 0 | 0 |
| combinational | 455 | 243 | 212 |
| sequential | 0 | 0 | 0 |
| total | 455 | 243 | 212 |
metrics by stage:
step,util (%),power [µW],instances,cell area [µm²]
2_1_floorplan,-,286.4,390,2793
3_3_place_gp,76.23,441.2,544,3968
3_5_place_dp,76.23,447.5,544,3968
4_1_cts,76.23,450.0,544,3968
5_1_grt,76.47,483.2,544,3980
6_report,76.47,454.9,544,3980
layout by cell type, fill, tap and decap left out, types with 2 or more instances in the layout:
cell type          n
and3_1            13
a22oi_1            3
nor4_1             8
nor3_1            13
conb_1            12
a222oi_1           2
dlymetal6s2s_1     3
xor2_1            56
nand3_1           15
nand4_1           32
nor2b_1            4
nand2_1            5
xnor2_1          124
buf_4             28
nor2_1             6
o21ai_0            2
clkdlybuf4s50_1  125
o21ai_1            4
nor4b_1            8
worst max-delay path by stage:
stage / startpoint / end / cells after the start
CTS: instr1_rd_r1_addr[2] / instr1_cannot_iss / 8
global route: div_wr_addr_ex[3] / instr1_cannot_iss / 8
finish: instr1_rd_r1_addr[3] / instr1_cannot_iss / 8
repair_timing:
action | in CTS | in global routing
setup buffers | 0 | 0
endpoints found under the setup margin | 0 | 2
resized | 0 | 4
endpoints found under the hold margin | 0 | 0
metal layers:
metal | GRT usage [%] | vias up | wire (µm)
met3 | 4.136 | 16 | 830
li1 | - | 1424 | -
met4 | 8.462 | 0 | 203
met5 | 0 | - | 0
met1 | 46.18 | 1376 | 4271
met2 | 57.09 | 161 | 4659
cells in the mapped netlist, drive strengths merged:
master / instances
o2111a: 1
xnor2: 124
and3: 13
a22o: 1
xor2: 56
a31oi: 2
buf: 47
nand2: 5
nor4: 8
a22oi: 3
nor2: 6
nand4: 32
a21boi: 1
a41oi: 1
a222oi: 2
and2: 1
clkbuf: 25
inv: 1
o211ai: 1
nand3: 15
nor4b: 8
nor2b: 4
o21ai: 6
conb: 1
nor3: 14
nand4b: 1
Power is estimated from default activity; no workload was simulated.
